==> flow/config.mk <==
export PLATFORM = sky130hd
export DESIGN_NAME = timer_device
export DESIGN_NICKNAME = timer_device
export VERILOG_FILES = /design/flow/design.v
export SDC_FILE = /design/flow/constraint.sdc
export NUM_CORES = 4
export LEC_CHECK = 1
export CORE_UTILIZATION = 50
==> flow/constraint.sdc <==
current_design timer_device

set clk_period 4.2
set clk_io_pct 0.2

create_clock -name clk0 -period $clk_period [get_ports {CLK}]

set non_clock_inputs [all_inputs -no_clocks]
set_input_delay [expr $clk_period * $clk_io_pct] -clock clk0 $non_clock_inputs
set_output_delay [expr $clk_period * $clk_io_pct] -clock clk0 [all_outputs]
==> flow/design.v <==
`timescale 1ns / 1ps
`default_nettype none
module Nbit_reg #(parameter n=1, r=0)
   (input  wire [n-1:0] in,
    output wire [n-1:0] out,
    input  wire         clk,
    input  wire         we,
    input  wire         gwe,
    input  wire         rst
    );
   reg [n-1:0] state;
   assign #(1) out = state;
   always @(posedge clk) 
     begin 
       if (gwe & rst) 
         state = r;
       else if (gwe & we) 
         state = in; 
     end
endmodule
`timescale 1ns / 1ps
`default_nettype none
  module timer_device (input  wire        write_interval,
                       input  wire [15:0] interval_in,  
                       input  wire        read_status,
                       output wire        status_out,   
                       input  wire        GWE,          
                       input  wire        RST,          
                       input  wire        CLK
                       );  
   wire [15:0]                           interval;
   wire [31:0]                           counter, counter_in;
   Nbit_reg #(16, 0) interval_reg (.in(interval_in), .out(interval), .we(write_interval), .clk(CLK), .gwe(GWE), .rst(RST));
   Nbit_reg #(32, 0) counter_reg (.in(counter_in), .out(counter), .we( 1'b1 ), .clk(CLK), .gwe( GWE ), .rst(RST));
   assign     counter_in =
                           (counter[31] == 1'b0) ? counter - 1 :
                           (counter[31] == 1'b1 & read_status) ? {{3{1'b0}}, interval, {13{1'b0}}} :
                           counter;
   assign     status_out = counter[31];
endmodule
==> flow/run.sh <==
#!/bin/bash
# OpenROAD 26Q1-2900-gdf79404cd8, Yosys 0.63+post, stock flow scripts
make -C /OpenROAD-flow-scripts/flow DESIGN_CONFIG=/design/flow/config.mk WORK_HOME=/design/flow/orfs finish
==> results.json <==
{
  "ys_sh_aoi_pct": 17.8,
  "yosys_warnings": 2,
  "post-dp-hpwl_um": 4090,
  "crit_chain": "clkdlybuf4s50_1 > nand2b_1 > nand2_1 > nor3_1 > nand4_1 > mux2_1",
  "worst_slew_pin_slew_ps": 701,
  "antenna_cells": 0,
  "p_leak_nw": 1.04,
  "initCoreUtil_pct": 52.4,
  "firstDrtPassIters": 4,
  "muxShareOfSynthArea_pct": 2.46,
  "xor_area_share_pct": 4.57,
  "crit_required_ps": 4380,
  "drive_gt1_share_pct": 5.20,
  "maxCapViolCount": 0,
  "synth.avg_cell_area_um2": 7.93,
  "cts_root_buf": "clkbuf_8",
  "wl_per_cell_um": 14.8,
  "synth.largest_area_cell": "dfxtp_1",
  "synth-async-reset-ratio_pct": 0,
  "peakVddDrop_v": 0.000218,
  "warnings": 26,
  "ys.flop_type": "dfxtp_1",
  "period_needed_ps": 2740,
  "viasPerCell": 5.68,
  "track_usage_pct": 25.6,
  "cp_slowest_cell": "clkdlybuf4s50_1",
  "grt_pass1_wl_um": 10200,
  "insertion_delay_ps": 300,
  "cp.arrival_ps": 2920,
  "grt_pass1_vias": 2083,
  "setup_tns_ps": 0,
  "ys_area_um2": 2490,
  "grt_max_degree": 22,
  "clk_path_buf_depth": 2,
  "yosys_cells": 314,
  "fmax_ghz": 0.366,
  "top_area_share_pct": 38.6,
  "die_w_um": 72.6,
  "vias": 2236,
  "port_buffers": 21,
  "routed_wl_um": 5810,
  "core_area_um2": 4750,
  "setup_viol": 0,
  "synth_adder_area_share_pct": 0.503,
  "syn_inst": 314,
  "finalPower_mw": 1.39,
  "drt_iter0_drc": 181,
  "finalCoreUtilization_pct": 59.3,
  "cts_hold_buffers": 0,
  "skew_ps": 9.50,
  "common_cells": "nand2_1, dfxtp_1, nor2_1",
  "ys.flops": 48,
  "cts_tree": "built",
  "gp_congestion": 0.904,
  "status": "completed",
  "crit_path_start_kind": "input pin",
  "edf_count": 0,
  "maxSlewViolCount": 0,
  "drtAntennaViolNets": 0,
  "grt_antenna_before_repair": 0,
  "power.density_nw_per_um2": 494,
  "hold_path.class": "reg2reg",
  "drc": 0,
  "period_used_pct": 65.1,
  "top_cell": "nand2_1",
  "crit_buf_inv": 1,
  "dieHeight_um": 72.6,
  "pin_count": 22,
  "ys_seq_share_pct": 38.6,
  "place_ws_ps": 1190,
  "slowest_delay_ps": 800,
  "synthToLayoutAreaGrowth_pct": 13.3,
  "grt_overflow": 0,
  "top_cells_by_area": "dfxtp_1, nand2_1, a21oi_1",
  "die_area_um2": 5270,
  "ys_types": 52,
  "hold_violations": 0,
  "cts.clk_slew.worst_paths_ps": 80,
  "numCtsBuffers": 5,
  "crit_path_max_fanout": 15,
  "critPathKind": "in2reg",
  "ctsHtreeMaxLevel": 2,
  "fin_ws_ps": 1460,
  "topCombFamilyByArea": "simple AND/OR/NAND/NOR gates",
  "max_slew_margin_pct": 52.8,
  "cts_sinks": 48,
  "floorplan.rows": 25,
  "synthesis.area_um2": 2490,
  "post_cts_buffers": 0,
  "ctsResizeCount": 0,
  "synthSimpleGateAreaFrac_pct": 32.4,
  "rsz0062_at_grt": "no",
  "path_delay_family": "simple AND/OR/NAND/NOR gates",
  "crit_path_end_kind": "register"
}
-- layout by cell type (no fill, tap or decap), types with 6 or more instances in the layout --
cell,count
clkdlybuf4s50_1,21
nor3_1,16
dfxtp_1,48
nor2_1,30
o21ai_0,16
nand4_1,9
xnor2_1,6
xor2_1,7
nand3_1,9
nand2_1,49
a21oi_1,27
-- cell type report --
class | count | area [µm²]
well taps | 67 | 83.8
fillers | 463 | 1930
repair buffers | 24 | 233
inverters | 5 | 18.8
clock buffers | 7 | 76.3
flip-flops and latches | 48 | 961
multi-input cells | 242 | 1440
clock inverters | 1 | 8.76
-- worst reg2reg max path: cells and delay by family, from the launching register on --
kind	cells	cell delay, ps
AOI/OAI and AO/OA	1	270
DFF	1	370
and+or+nand+nor	4	1420
-- registers in the layout, summed over array words and instances (netlist names) --
register and count:
counter_reg.state 32, interval_reg.state 16
-- layer usage --
layer	track usage [%]	wire length [µm]	vias up	part of all wire [%]
met5	0	0	-	0
met4	2.61	25	0	0.43
met3	4.93	339	2	5.8
met2	40.6	2640	67	45
met1	38.7	2810	1023	48
li1	-	-	1144	-
-- power by group --
group          switching [mW]  internal [mW]
clock network           0.150          0.119
logic                   0.243          0.205
registers               0.122          0.553
-- cells by family (layout without fill, tap and decap cells) --
| group | Yosys count | after routing |
|---|---|---|
| simple gates | 150 | 150 |
| xor+xnor | 13 | 13 |
| buf+inv | 24 | 37 |
| flops | 48 | 48 |
| mux | 6 | 6 |
| compound gates | 72 | 72 |
| fa+ha+maj | 1 | 1 |
-- final timing paths --
| path | startpoint | end | slack [ps] | cells past startpoint |
|---|---|---|---|---|
| worst max-delay path | read_status | counter_reg.state[29]$_SDFFE_PP0P_ | 1460 | 6 |
| worst min-delay path | interval_reg.state[10]$_SDFFE_PP0P_ | interval_reg.state[10]$_SDFFE_PP0P_ | 460 | 2 |
| worst min register to register | interval_reg.state[10]$_SDFFE_PP0P_ | interval_reg.state[10]$_SDFFE_PP0P_ | 460 | 2 |
| worst max register to register | counter_reg.state[2]$_SDFFE_PP0P_ | counter_reg.state[25]$_SDFFE_PP0P_ | 2030 | 5 |
-- per-stage QoR --
stage               area, µm²  hold slack (ps)  std cells
floorplan                2490              431        314
CTS                      2820              461        394
global route             2820              493        394
finish                   2820              459        394
global placement         2740              448        386
detailed placement       2740              448        386
Power is estimated from default activity; no workload was simulated.
